File: design/flow/config.mk
export PLATFORM = sky130hd
export DESIGN_NAME = uart_top
export DESIGN_NICKNAME = uart_top
export VERILOG_FILES = /design/flow/design.v
export SDC_FILE = /design/flow/constraint.sdc
export NUM_CORES = 4
export LEC_CHECK = 1
export CORE_UTILIZATION = 40
File: design/flow/constraint.sdc
current_design uart_top

set clk_period 5.7
set clk_io_pct 0.2

create_clock -name clk0 -period $clk_period [get_ports {clk}]

set non_clock_inputs [all_inputs -no_clocks]
set_input_delay [expr $clk_period * $clk_io_pct] -clock clk0 $non_clock_inputs
set_output_delay [expr $clk_period * $clk_io_pct] -clock clk0 [all_outputs]
File: design/flow/design.v
module uart_rx(
    input clk,
    input rst_n,
    input rs232,
    output reg [7:0] rx_data,
    output reg done
);
    reg [1:0] sync;       
    reg state;
    reg [12:0] baud_cnt;
    reg [3:0] bit_cnt;
    always @(posedge clk or negedge rst_n) begin
        if (!rst_n)
            sync <= 2'b11;
        else
            sync <= {sync[0], rs232};
    end
    always @(posedge clk or negedge rst_n) begin
        if (!rst_n) begin
            state <= 0;
            baud_cnt <= 0;
            bit_cnt <= 0;
            rx_data <= 0;
            done <= 0;
        end else begin
            if (!state && (sync[1] == 0)) begin
                state <= 1;
                baud_cnt <= 0;
                bit_cnt <= 0;
                done <= 0;
            end else if (state) begin
                baud_cnt <= baud_cnt + 1;
                if (baud_cnt == 15) begin
                    baud_cnt <= 0;
                    if (bit_cnt >= 1 && bit_cnt <= 8) begin
                        rx_data[bit_cnt-1] <= sync[1];
                    end
                    bit_cnt <= bit_cnt + 1;
                    if (bit_cnt == 9) begin
                        state <= 0;
                        done <= 1;
                    end
                end
            end
        end
    end
endmodule
module uart_top(
    input clk,
    input rst_n,
    input start,
    input [7:0] data,
    input rs232_in,
    output rs232_tx,
    output [7:0] rx_data,
    output tx_done,
    output rx_done
);
    wire tx_done_wire;
    wire rs232_tx_wire;
    uart_tx u_tx (
        .clk(clk),
        .rst_n(rst_n),
        .start(start),
        .data(data),
        .rs232_tx(rs232_tx_wire),
        .done(tx_done_wire)
    );
    uart_rx u_rx (
        .clk(clk),
        .rst_n(rst_n),
        .rs232(rs232_in),
        .rx_data(rx_data),
        .done(rx_done)
    );
    assign rs232_tx = rs232_tx_wire;
    assign tx_done = tx_done_wire;
endmodule
module uart_tx(
    input clk,
    input rst_n,
    input start,
    input [7:0] data,
    output reg rs232_tx,
    output reg done
);
    reg [7:0] r_data;
    reg state;
    reg [12:0] baud_cnt;
    reg bit_flag;
    reg [3:0] bit_cnt;
    always @(posedge clk or negedge rst_n) begin
        if (!rst_n)
            baud_cnt <= 0;
        else if (state) begin
            if (baud_cnt == 30)
                baud_cnt <= 0;
            else
                baud_cnt <= baud_cnt + 1;
        end else
            baud_cnt <= 0;
    end
    always @(posedge clk or negedge rst_n) begin
        if (!rst_n)
            bit_flag <= 0;
        else if (state && (baud_cnt == 30))
            bit_flag <= 1;
        else
            bit_flag <= 0;
    end
    always @(posedge clk or negedge rst_n) begin
        if (!rst_n) begin
            rs232_tx <= 1;
            done <= 0;
            bit_cnt <= 0;
            state <= 0;
        end else begin
            if (start && !state) begin
                state <= 1;
                r_data <= data;
                bit_cnt <= 0;
                done <= 0;
            end else if (state && bit_flag) begin
                case (bit_cnt)
                    4'd0: rs232_tx <= 0;              
                    4'd1: rs232_tx <= r_data[0];
                    4'd2: rs232_tx <= r_data[1];
                    4'd3: rs232_tx <= r_data[2];
                    4'd4: rs232_tx <= r_data[3];
                    4'd5: rs232_tx <= r_data[4];
                    4'd6: rs232_tx <= r_data[5];
                    4'd7: rs232_tx <= r_data[6];
                    4'd8: rs232_tx <= r_data[7];
                    4'd9: rs232_tx <= 1;              
                    default: rs232_tx <= 1;
                endcase
                if (bit_cnt == 9) begin
                    done <= 1;
                    state <= 0;
                end else begin
                    bit_cnt <= bit_cnt + 1;
                end
            end
        end
    end
endmodule
File: design/flow/run.sh
#!/bin/bash
# OpenROAD 26Q1-2900-gdf79404cd8, Yosys 0.63+post, stock flow scripts
make -C /OpenROAD-flow-scripts/flow DESIGN_CONFIG=/design/flow/config.mk WORK_HOME=/design/flow/orfs finish
==> GITHUB_STEP_SUMMARY <==
### Flow metrics

| Metric | Value |
|---|---|
| Status | `finished clean` |
| Most used cell, CP | `ha_1` |
| Post-Route Setup TNS | `0 ns` |
| Hold-critical path endpoint | `u_rx.sync[1]` |
| DR pass1 iterations | `4` |
| Slowest-stage cell, CP | `dfrtp_1` |
| # Cells Yosys | `316` |
| Reg2reg end | `u_rx.rx_data[3]` |
| CTS-repair resized insts | `0` |
| Finished Layout Cells | `448` |
| GR Overflow Total | `0` |
| Max clock buf depth | `2` |
| Hold path cells | `0` |
| Max IR drop VDD | `109 uV` |
| Endpoints failing setup | `0` |
| Final Core Density | `47.8%` |
| Post-DP HPWL | `4030 um` |
| Die H | `91.3 um` |
| Chip area line of the yosys report | `0.00319 sq mm` |
| Via count | `2,298` |
| Worst-Margin Slew | `0.737 ns` |
| Cell count after synthesis | `316` |
| Antenna violations before repair | `0` |
| Post-synth EDFFs | `8` |
| Relative slew margins | `50.7%` |
| Cells after DPL | `432` |
| CTS HTree Levels | `3` |
| DRC Markers | `0` |
| Iter 0 DRT Violations | `83` |
| Leak | `1.64 nW` |
| Clock transition at the registers of the reported paths | `0.07 ns` |
| Hold_sp | `u_rx.sync[0]` |
| Pwr per Cell Area | `284 mW/mm^2` |
| Antenna Violating Nets Remaining | `0` |
| Max Fclk | `0.277 GHz` |
| Vias in the first global route | `2,242` |
| Largest net degree at the start of global routing | `52` |
| Worst path top cell family by delay | `simple AND/OR/NAND/NOR gates` |
| Final-report max-slew violation count | `0` |
| Port Buffers | `22` |
| Number of CTS-inserted buffers | `9` |
| Crit path largest cell delay | `0.41 ns` |
| CTS tree | `done` |
| CP Data Required Time | `5.91 ns` |
| CTS root buf | `clkbuf_8` |
| Setup skew after layout | `0.00700 ns` |
| CP endpoint kind | `register` |
| Vias/cell | `5.13` |
| WL/cell | `12.9 um` |
| Die width | `91.3 um` |
| Log Warnings | `35` |
| Max Cap Viol | `0` |
| Crit Path Max Fanout | `6` |
| Synth Seq Share | `46.9%` |
| Commonest flop | `dfrtp_1` |
| Syn_area_per_cell | `10.1 sq um` |
| Chip area | `0.00833 sq mm` |
| Hold Fails Final Rpt | `0` |
| Clock sink count | `58` |
| Clk ins delay skew pair | `0.33 ns` |
| RSZ-0062 raised after global routing | `no` |
| Layout area overhead | `15.8%` |
| Fin crit period | `3.61 ns` |
| R2R Setup Slk | `2.09 ns` |
| Worst setup SP type | `register` |
| Mapped Area | `0.00319 sq mm` |
| Placeable Area | `0.00773 sq mm` |
| Hold-fix buffers, CTS | `0` |
| Worst-path cell chain | `inv_1 > ha_1 > a21boi_1 > xor2_1 > nor2_1 > nand3_1 > ha_1 > nor4b_1 > nand4_1 > nor3_1 > nor3b_2 > mux2_1` |
| Post-CTS Setup Inserts | `0` |
| WP data arrival | `3.82 ns` |
| Placer Congestion | `0.860` |
| Period utilization | `63.4%` |
| WL final | `5780 um` |
| Synth async-reset ratio | `86.2%` |
| Fp util | `41.3%` |
| # IOs | `23` |
| FF-to-FF path depth | `12` |
| Total GRT Usage | `15.9%` |
| Synth Warn # | `2` |
| First-pass GRT wire length | `10,500 um` |
| Layout cells sized above 1 | `9.54%` |
| Registers, synthesis | `58` |
| # diodes | `0` |
| Hold WC Path Type | `register to register` |
| Netlist cell types | `54` |
| Number of buffers and inverters on the critical path | `1` |
| Rows | `32` |
| R2R Path Start | `u_rx.bit_cnt[1]` |
| WS Path Type | `register to register` |
[cell usage in the layout (no fill, tap or decap), types with 11 or more instances in the layout]
cell / synthesis / final
o21ai_0: 11 / 11
xnor2_1: 11 / 11
ha_1: 21 / 21
nand2_1: 31 / 31
nor2_1: 35 / 35
clkdlybuf4s50_1: 0 / 21
xor2_1: 11 / 11
nand3_1: 20 / 20
inv_1: 17 / 17
clkbuf_8: 0 / 12
dfrtp_1: 47 / 47
[worst max-delay path by stage]
stage                             end  slack, ns  depth (start not counted)       startpoint
after CTS             u_rx.rx_data[3]       2.10                         12  u_rx.bit_cnt[1]
after global routing  u_rx.rx_data[3]       1.60                         12  u_rx.bit_cnt[2]
final                 u_rx.rx_data[3]       2.09                         12  u_rx.bit_cnt[1]
[power breakdown]
part	switching (mW)	internal [mW]	leakage (nW)
Combinational	0.0878	0.0878	0.845
Clock	0.163	0.192	0.0944
Sequential	0.0516	0.467	0.700
Total	0.303	0.746	1.64
[area by class of cell]
class                      count  area [sq um]
fill                         703          4040
multi-input combinational    232          1590
sequential                    58          1500
timing repair buffer          23           223
clock buffer                  12           165
tap                          102           128
inverter                      17          63.8
clock inverter                 4          25.0
[cell families (layout without fill, tap and decap cells)]
group,after synthesis,after routing,synth area share [%]
fa+ha+maj,21,21,8.24
xor+xnor,22,22,6.04
simple gates,136,136,23.5
buf+inv,26,56,3.18
flops,58,58,46.9
mux,10,10,3.49
compound gates,43,43,8.67
[flip-flops by register name, summed over array words and instances (netlist names), 2 cells and up]
name           count
u_rx.bit_cnt       4
u_tx.r_data        8
u_rx.sync          2
u_rx.rx_data       8
u_tx.baud_cnt     13
u_tx.bit_cnt       4
u_rx.baud_cnt     13
[synth_stat cells (all sizes together), types with 8 or more instances]
library cell,number,share of area (%)
xor2,11,3.0
mux2,9,3.2
nand2,31,3.6
nor2,35,4.1
nand4,8,1.8
xnor2,11,3.0
inv,17,2.0
o21ai,17,2.7
nor3,8,1.3
dfrtp,47,37
nand3,20,3.1
ha,21,8.2
edfxtp,8,7.5
[metal layers]
metal | part of all wire, % | GRT usage [%]
met5 | 0 | 0
met4 | 1.3 | 2.38
met3 | 3.1 | 3.15
met2 | 43 | 22.9
met1 | 52 | 26.3
[through the flow]
| step | hold slack [ns] | total power, mW | instance area (sq um) | setup slack (ns) |
|---|---|---|---|---|
| detailed placement | 0.349 | 0.703 | 3500 | 2.14 |
| floorplan | 0.345 | 0.648 | 3190 | 2.54 |
| CTS | 0.358 | 1.06 | 3690 | 2.10 |
| global placement | 0.348 | 0.703 | 3500 | 2.29 |
| global route | 0.359 | 1.12 | 3690 | 1.60 |
| finish | 0.357 | 1.05 | 3690 | 2.09 |
Power and IR drop assume default switching activity.
